<file path="config.mk">
export PLATFORM = sky130hd
export DESIGN_NAME = f32_mult
export DESIGN_NICKNAME = f32_mult
export VERILOG_FILES = /design/flow/design.v
export SDC_FILE = /design/flow/constraint.sdc
export NUM_CORES = 4
export LEC_CHECK = 1
export CORE_UTILIZATION = 50
</file>
<file path="constraint.sdc">
current_design f32_mult

set clk_period 7.7
set clk_io_pct 0.2

create_clock -name clk0 -period $clk_period [get_ports {clk}]

set non_clock_inputs [all_inputs -no_clocks]
set_input_delay [expr $clk_period * $clk_io_pct] -clock clk0 $non_clock_inputs
set_output_delay [expr $clk_period * $clk_io_pct] -clock clk0 [all_outputs]
</file>
<file path="design.v">
module f32_mult (
  input logic clk, rst_n,
  input logic [31:0] a, b,
  input logic start,
  output logic done,
  output logic [31:0] p
);
logic s_a, s_b;
logic [7:0] e_a, e_b;
logic [23:0] m_a, m_b;  
logic [47:0] mantissa_product;
logic signed [9:0] exp_sum;
logic overflow;
logic signed [9:0] normalized_exp;  
logic [22:0] normalized_mantissa;  
logic result_sign;
logic a_is_zero, b_is_zero;
logic a_is_inf, b_is_inf;
logic a_is_nan, b_is_nan;
logic a_is_denormal, b_is_denormal;
logic [31:0] result_reg;
typedef enum logic [2:0] { IDLE, EXTRACT, MULTIPLY, NORMALIZE, DONE } state_t;
state_t state, next_state;
always_ff @(posedge clk or negedge rst_n) begin
  if (!rst_n) begin
    state <= IDLE;
    result_reg <= 0;  
  end else begin
    state <= next_state;
    if (next_state == DONE) begin
      result_reg <= {result_sign, normalized_exp[7:0], normalized_mantissa};  
    end
  end
end
always @(*) begin
  next_state = state;
  done = 0;
  result_sign = 0;
  normalized_exp = 8'hFF;
  normalized_mantissa = {1'b0, {22{1'b1}}};
  case (state)
    IDLE: begin
      if (start) next_state = EXTRACT;
    end
    EXTRACT: begin
      s_a = a[31];
      s_b = b[31];
      e_a = a[30:23];
      e_b = b[30:23];
      m_a = a[22:0];
      m_b = b[22:0];
      a_is_zero = (e_a == 0) && (a[22:0] == 0);
      b_is_zero = (e_b == 0) && (b[22:0] == 0);
      a_is_inf = (e_a == 8'hFF) && (a[22:0] == 0);
      b_is_inf = (e_b == 8'hFF) && (b[22:0] == 0);
      a_is_nan = (e_a == 8'hFF) && (a[22:0] != 0);
      b_is_nan = (e_b == 8'hFF) && (b[22:0] != 0);
      a_is_denormal = (e_a == 0) && (a[22:0] != 0);
      b_is_denormal = (e_b == 0) && (b[22:0] != 0);
      m_a[23] = (a_is_denormal) ? 1'b0 : 1'b1;
      m_b[23] = (b_is_denormal) ? 1'b0 : 1'b1;
      next_state = MULTIPLY;
    end
    MULTIPLY: begin
      result_sign = s_a ^ s_b;
      if (a_is_nan || b_is_nan) begin
        normalized_exp = 8'hFF;
        normalized_mantissa = (a_is_nan) ? m_a : m_b;
        next_state = DONE;
      end else if (a_is_inf || b_is_inf) begin
        if (a_is_zero || b_is_zero) begin
          normalized_exp = 8'hFF;
          normalized_mantissa = (a_is_nan) ? m_a : m_b;
        end else begin
          normalized_exp = 8'hFF;
          normalized_mantissa = 0;  
        end
        next_state = DONE;
      end else if ((a_is_zero || b_is_zero) ||
                    (a_is_denormal && b_is_denormal)) begin
        normalized_exp = 0;
        normalized_mantissa = 0;  
        next_state = DONE;
      end else begin
        mantissa_product = m_a * m_b;
        exp_sum = e_a + e_b - 127;
        next_state = NORMALIZE;
      end
    end
    NORMALIZE: begin
      overflow = mantissa_product[47];  
      normalized_mantissa = overflow ? mantissa_product[46:24] : mantissa_product[45:23];
      normalized_exp = exp_sum + overflow;  
      result_sign = s_a ^ s_b;
      if (normalized_exp >= 9'sd255) begin
        normalized_exp = 8'hFF;
        normalized_mantissa = 0;  
      end else if (normalized_exp < 9'sd1) begin
        if (normalized_exp >= -9'sd126) begin
          if (a_is_denormal || b_is_denormal) 
            normalized_mantissa = mantissa_product[45:23] >> (-normalized_exp);
          else
            normalized_mantissa = mantissa_product[46:24] >> (-normalized_exp);
          normalized_exp = 0;
        end else begin
          normalized_exp = 0;
          normalized_mantissa = 0;
        end
      end
      next_state = DONE;
    end
    DONE: begin
      done = 1;
      next_state = IDLE;
    end
    default: next_state = IDLE;
  endcase
end
assign p = result_reg;
endmodule
</file>
<file path="run.sh">
#!/bin/bash
# OpenROAD 26Q1-2900-gdf79404cd8, Yosys 0.63+post, stock flow scripts
make -C /OpenROAD-flow-scripts/flow DESIGN_CONFIG=/design/flow/config.mk WORK_HOME=/design/flow/orfs finish
</file>
==> run_results.csv <==
group,metric,value,unit
critical_path,critPathMaxFanout,27,
final_timing,rsz0062_at_grt,"false",
synth,netlist-cell-type-count,81,
critical_path,startpoint_type,"input port",
final_timing,max_freq,0.276,GHz
clock_tree,cts_tree,"yes",
critical_path,critical_path.most_common_cell,"a21oi_1",
clock_tree,clkLatencyLatePin,280,ps
synth,yosys.area.top_type_share,0.390,
min_path,hold_path_class,"reg -> reg",
placement,dp_cells,3466,
pwr,p_per_area,16.9,nW/um^2
detailed_routing,dr.pass1.iters,5,
placement,gp_congestion,0.969,
critical_path,reg2regPathDepth,6,
clock_tree,post_cts_buffers,0,
final_timing,fin_skew,6.02,ps
critical_path,critPathRequiredTime,7830,ps
clock_tree,clock-root-buffer,"clkbuf_16",
synth,syn_area,24800,sq um
floorplanning,fp.dieH,225,microns
outcome,status,"finished, final reports clean",
placement,placed_area,26500,sq um
final_timing,max_slew.worst_pin.slew,911,ps
final_timing,setup_violations,0,
final_timing,post-route-period-util,0.470,
detailed_routing,routed_wl,70500,microns
critical_path,crit_path_end_kind,"register",
critical_path,r2r_end,"result_reg[26]$_DFFE_PN0N_",
layout,final_area,26700,sq um
grt,first_global_vias,19800,
critical_path,worstSetupEndpoint,"result_reg[26]$_DFFE_PN0N_",
clock_tree,numCtsBuffers,5,
synth,enable_flop_cells,0,
floorplanning,fp.coreArea,48800,sq um
critical_path,critical-path-top-delay-family,"simple AND/OR/NAND/NOR gates",
critical_path,crit_path_cell_trace,"clkdlybuf4s50_1 > and2_1 > or4_1 > buf_4 > a21oi_1 > a21oi_1",
synth,yosysWarnings,1,
grt,grt_max_degree,77,
pwr,leakage,0.0134,uW
synth,async_flop_share,0.253,
critical_path,r2r-start,"state[2]$_DFF_PN0_",
grt,grtUsageTotal,0.315,
final_timing,final_hold_viol_count,0,
run,drv_cap,0,
synth,top_area_cell,"fa_1",
floorplanning,die_x,225,microns
pwr,ir_worst_vdd,0.0722,mV
layout,largest_reg_flops,32,
critical_path,path_depth,6,
detailed_routing,drc,0,
clock_tree,clk_pin_slew,60,ps
grt,overflow,0,
grt,grt_pass1_wl,113000,microns
pwr,finalPower,452,uW
layout,num-fill-cells,4485,
run,warning_count,27,
final_timing,slew_headroom,0.393,
critical_path,crit_buf_inv,2,
final_timing,final-max-slew-violation-count,0,
detailed_routing,routed_via_density,5.37,
synth,ys_cells,2779,
grt,antenna_found_initial,2,
synth,synth.avg_cell_area,8.91,sq um
critical_path,path_class,"in -> reg",
critical_path,worst_ep_arrival_time,3750,ps
critical_path,regToRegSetupSlack,5230,ps
floorplanning,initCoreUtil,0.507,
critical_path,crit_start,"start",
layout,drive_above_1_share,0.0363,
clock_tree,h-tree-depth,2,
final_timing,untimed_endpoints,109,
final_timing,period_needed,3620,ps
clock_tree,clockBufferDepth,2,
clock_tree,ctsResizeCount,0,
layout,finalNonFillerCells,3475,
final_timing,fin_tns_setup,0,ps
detailed_routing,drt_iter0_drc,822,
floorplanning,ios,100,
synth,ys_ff,146,
final_timing,unclocked_regs,109,
critical_path,max_stage_delay,630,ps
detailed_routing,detail-route-antenna-nets,0,
synth,flop_cell,"dlxtp_1",
floorplanning,rows,81,
detailed_routing,routedWlPerCell,20.3,microns
detailed_routing,num_vias,18600,
floorplanning,dieArea,50400,sq um
placement,place_hpwl,52300,microns
synth,area_leaders,"fa_1 39%, ha_1 9.6%, inv_1 8.7%, and2_1 7.4%, nand2_1 5.0%",
critical_path,crit_slowest_cell,"or4_1",
layout,area_growth,7.69,%
synth,syn_inst,2779,
placement,io_buffers,99,
clock_tree,cts_hold_buf,0,
synth,ys_area,24800,sq um
worst reg2reg max path, cell delays in order (launching register included):
cell     delay [ps]
dfrtp_1         450
inv_1            80
nor3_1           90
or4_1           710
buf_4           300
a21oi_1         530
a21oi_1         150
per-layer routing:
layer | vias to the layer above | part of all wire | global-route usage
met1 | 9356 | 0.41 | 0.464
met3 | 109 | 0.081 | 0.0892
met4 | 0 | 0.023 | 0.0549
met2 | 651 | 0.48 | 0.498
met5 | - | 0 | 0.00196
li1 | 8529 | - | -
cells in the final DEF, fill, tap and decap left out, types with 5 or more instances in the layout:
cell type	synthesis	routed
inv_1	574	574
fa_1	482	482
nand2_1	332	332
and2_1	291	291
ha_1	190	190
mux2i_1	114	114
clkdlybuf4s50_1	0	99
a21oi_1	85	85
nor2_1	85	85
dlxtp_1	74	74
buf_4	3	67
o21ai_0	40	39
dlxtn_1	35	35
dfrtp_1	36	35
xnor2_1	31	30
nor3_1	22	22
nand3_1	21	21
nor4_1	21	19
a211oi_1	16	16
nand4_1	14	14
a21o_1	13	13
xor2_1	13	13
nor2b_1	12	12
nand2b_1	9	9
and3_1	8	8
o22ai_1	8	8
o21ai_1	6	7
o21bai_1	7	7
or3_1	6	6
a31oi_1	6	6
a21boi_0	5	5
o31ai_1	5	5
clkbuf_16	0	5
final cells by class:
class,instances,area (sq um),area share
Tap cell,664,831,0.0312
Timing Repair Buffer,166,1490,0.0560
Inverter,574,2150,0.0808
Clock buffer,8,146,0.00549
Multi-Input combinational cell,1916,19500,0.730
Sequential cell,146,2560,0.0962
Antenna cell,1,2.50,0.0000939
logic make-up after synthesis:
logic type / share of synthesized area
fa+ha+maj: 0.486
compound gates: 0.0601
simple gates: 0.170
flops: 0.0374
xor+xnor: 0.0175
buf+inv: 0.111
latches: 0.0661
mux: 0.0517
cell usage after synthesis, types with 7 or more instances:
master      n
dlxtp_1    74
nor2b_1    12
nand2b_1    9
xor2_1     13
o21bai_1    7
mux2i_1   114
a21oi_1    85
ha_1      190
nand3_1    21
and2_1    291
dfrtp_1    36
fa_1      482
xnor2_1    31
a21o_1     13
and3_1      8
nand4_1    14
inv_1     574
nand2_1   332
nor2_1     85
o22ai_1     8
nor3_1     22
clkbuf_1  117
o21ai_0    40
a211oi_1   16
buf_2      14
nor4_1     21
dlxtn_1    35
worst min path at each step:
stage                   from            endpoint  slack (ps)  cells after the start
4_1_cts   state[1]$_DFF_PN0_  state[0]$_DFF_PN1_         460                      1
5_1_grt   state[1]$_DFF_PN0_  state[0]$_DFF_PN1_         500                      1
6_report  state[1]$_DFF_PN0_  state[0]$_DFF_PN1_         460                      1
power breakdown:
| group | switching, uW | internal [uW] | leakage [uW] | total [uW] |
|---|---|---|---|---|
| combinational | 17.9 | 31.4 | 0.0121 | 49.3 |
| sequential | 0 | 199 | 0.00122 | 199 |
| clock | 74.5 | 129 | 0.0000712 | 204 |
| total | 92.4 | 359 | 0.0134 | 452 |
through the flow:
step	utilization	setup WS [ps]	hold slack [ps]
2_1_floorplan	-	4830	405
3_3_place_gp	0.543	3910	438
3_5_place_dp	0.543	3860	453
4_1_cts	0.546	4150	461
5_1_grt	0.546	4010	501
6_report	0.546	4080	457
Power and IR drop assume default switching activity.
